$ cat flow/config.mk
export PLATFORM = sky130hd
export DESIGN_NAME = top
export DESIGN_NICKNAME = top
export VERILOG_FILES = /design/flow/design.v
export SDC_FILE = /design/flow/constraint.sdc
export NUM_CORES = 4
export LEC_CHECK = 1
export CORE_UTILIZATION = 40
$ cat flow/constraint.sdc
current_design top

set clk_period 6.4
set clk_io_pct 0.2

create_clock -name clk0 -period $clk_period [get_ports {clk}]

set non_clock_inputs [all_inputs -no_clocks]
set_input_delay [expr $clk_period * $clk_io_pct] -clock clk0 $non_clock_inputs
set_output_delay [expr $clk_period * $clk_io_pct] -clock clk0 [all_outputs]
$ cat flow/run.sh
#!/bin/bash
# OpenROAD 26Q1-2900-gdf79404cd8, Yosys 0.63+post, stock flow scripts
make -C /OpenROAD-flow-scripts/flow DESIGN_CONFIG=/design/flow/config.mk WORK_HOME=/design/flow/orfs finish
$ cat flow/design.v
module spi_master(
  input clk, rst, newd,
  input [11:0] din,
  output reg sclk, mosi, cs);
  typedef enum bit [1:0] {idle = 2'b00,  send = 2'b01} state_type;
  state_type state = idle;
  int countc = 0;
  int count = 0;
  always @(posedge clk)
    begin
      if (rst == 1'b1) begin
        countc <= 0;
        sclk <= 1'b0; 
      end
      else begin
        if (countc <10) begin
          countc <= countc + 1;
        end
        else begin
          sclk <= ~sclk;
          countc <= 0;
        end
      end
    end
  reg [11:0] temp;
  always@(posedge sclk) begin
    if(rst == 1'b1) begin
      cs <= 1;
      mosi <= 1'b0;
    end
    else begin
      case(state)
        idle: begin
          if(newd) begin
            cs<=0;
            temp <= din;
            count<=0;
            state <= send;
          end
          else begin
            cs<=1;
            temp <= 8'h00;
            state = idle;
          end
        end
        send: begin
          if(count <= 11) begin
            mosi <= temp[count];
            count <= count+1;
          end
          else begin
            cs <= 1;
            mosi <= 1'b0;
            state <= idle;
          end
        end
        default: state <= idle;
      endcase
    end
  end
endmodule
module spi_slave (
input sclk, cs, mosi,
output [11:0] dout,
output reg done
);
  typedef enum bit [1:0] {detect_start = 2'b00, read_data = 2'b10} state_type;
  state_type state = detect_start;
reg [11:0] temp = 12'h000;
int count = 0;
always@(posedge sclk)
begin
  case(state)
    detect_start: 
      begin
      done <= 1'b0;
      if(cs == 1'b0)
       state <= read_data;
       else
       state <= detect_start;
      end
    read_data : begin
      if(count <= 11)
       begin
       count <= count + 1;
       temp  <= { mosi, temp[11:1]};
       end
       else
       begin
       count <= 0;
       done <= 1'b1;
       state <= detect_start;
      end
    end
    default: state <= detect_start;
  endcase
end
assign dout = temp;
endmodule
module top (
input clk, rst, newd,
input [11:0] din,
output [11:0] dout,
output done
);
wire sclk, cs, mosi;
spi_master m1 (.clk(clk), .newd(newd), .rst(rst), .din(din), .sclk(sclk), .cs(cs), .mosi(mosi));
spi_slave s1  (sclk, cs, mosi, dout, done);
endmodule
interface sif_if;
  logic sclk;
  logic cs;
  logic mosi;
  logic [11:0] din;
  logic [11:0] dout;
  logic newd;
  logic clk;
  logic rst;
  logic done;
endinterface
==> results_dict.tcl <==
# yosys + openroad results
set metrics [dict create \
    unconstrained_endpoints 197 \
    clkTransAtPathRegs_ps 50 \
    ctsRootBufferMaster "clkbuf_16" \
    fp-utilization 0.408 \
    edf_count 91 \
    finalClockPeriodUsage 0.362 \
    drt-vias-per-instance 5.15 \
    end_kind "flip-flop" \
    clk_latency_ps 270 \
    worstPathArrival_ps 2460 \
    area_delta_synth_final_pct 9.27 \
    cp.required_ps 6550 \
    numCtsBuffers 5 \
    gp_congestion 0.805 \
    avgSynthCellArea_sq_um 11.0 \
    grt_overflow 0 \
    criticalPathCategory "input port to flip-flop" \
    row_count 46 \
    cts_max_path_buffers 2 \
    antenna_found_initial 0 \
    top_cell_area_share 0.424 \
    vdd_drop_max_mv 0.144 \
    die_area_sq_um 16600 \
    pwr_density_cell_nw_per_um2 66.7 \
    utilization 0.446 \
    drc 0 \
    ys_area_sq_um 6440 \
    r2r_end "m1.countc[29]" \
    holdCritStartpoint "m1.countc[31]" \
    fmax_ghz 0.431 \
    synthDistinctLibCells 49 \
    synth_flop_count 126 \
    htreeDepth 2 \
    avgRoutedWirePerCell_um 13.4 \
    die_h_um 129 \
    finalSetupViolCount 0 \
    topCellsByArea "edfxtp_1, dfxtp_1, xor2_1" \
    unclocked_pins 93 \
    portBuffers 27 \
    diodes 0 \
    grt_first_pass_wirelength_mm 18.7 \
    placed_area_sq_um 6890 \
    grt_max_degree 94 \
    hpwlAfterDp_mm 7.42 \
    track_usage 0.145 \
    rr_worst_depth 5 \
    run_status "finished clean" \
    hold_viol 0 \
    drv_slew 0 \
    cellLeakagePower_uw 0.00231 \
    synth_stat.cells 587 \
    syn-instance-count 587 \
    openroad.warnings 25 \
    cts_hold_buffers 0 \
    total_power_uw 469 \
    hold_depth 1 \
    r2r_slack_ps 4450 \
    crit-reg2reg-launch "m1.countc[2]" \
    coreArea_sq_um 15800 \
    ys_seq_share 0.533 \
    vias 4218 \
    worstHoldEndpoint "m1.countc[31]" \
    n_fill_cell 1438 \
    async_flop_share 0 \
    cts_tree "yes" \
    post_cts.repair.setup_buffers 0 \
    slew_headroom 0.384 \
    io_pins 28 \
    first_iter_violations 256 \
    wirelength_mm 11.0 \
    ctsResizeCount 0 \
    tightest_slew_ps 921 \
    clock_skew_ps 2.10 \
    ant_nets 0 \
    setup_ws_ps 4080 \
    post-synth-top-area-cell "edfxtp_1" \
    crit_path_max_fanout 30 \
    fin_tns_setup_ps 0 \
    critPathLaunchType "input port" \
    rsz0062_at_grt "false" \
    dpl_worst_slack_ps 3790 \
    drive_above_1_share 0.0746 \
    die_x_um 129 \
    final_area_sq_um 7040 \
    ys.warnings.count 2 \
    min_period_ps 2320 \
    ff_type "edfxtp_1" \
    drv_cap 0 \
    hold_class "flip-flop to flip-flop" \
    netlist_area_sq_um 6440 \
    grt_pass1_vias 3879 \
    first_pass_iters 4 \
]
[Yosys cell counts, types with 2 or more instances]
master and instances:
xor2_1 43, dfxtp_1 35, nand3_1 30, xnor2_1 40, and3_1 10, nand4_1 22
nand3_4 2, buf_4 3, nand3_2 2, a21oi_1 5, clkbuf_1 10, mux4_2 3
nor2b_1 2, nor3_1 17, a31oi_1 2, edfxtp_1 91, a21boi_1 2, nor4_2 12
inv_1 21, nor4_4 2, nand4_2 2, ha_1 3, o31ai_1 2, nand2_1 29
o21ai_0 7, or3_1 3, and2_1 48, nor2_1 72, nor4_1 26, nor4b_1 2
and4_1 11, buf_2 7, or4_1 3, buf_6 3
[how the worst max path moves through the flow]
| stage | start | to | slack, ps | cells past startpoint |
|---|---|---|---|---|
| finish | rst | m1.countc[19] | 4080 | 5 |
| CTS | rst | m1.countc[19] | 4070 | 5 |
| global route | rst | m1.countc[19] | 3950 | 5 |
[where the power goes]
group | leakage [uW] | switching [uW] | total (uW) | internal [uW]
clock | 0.0000700 | 74.5 | 226 | 152
combinational | 0.00110 | 12.4 | 25.2 | 12.8
sequential | 0.00114 | 3.17 | 217 | 214
total | 0.00231 | 90.0 | 469 | 379
[layout make-up]
type | count | area [sq um] | area share
flip-flops and latches | 126 | 3430 | 0.488
multi-input cells | 415 | 2790 | 0.396
repair buffers | 34 | 323 | 0.0459
well taps | 216 | 270 | 0.0384
clock buffers | 7 | 143 | 0.0203
inverters | 21 | 78.8 | 0.0112
[critical path, stage by stage]
cell	delay [ps]
clkdlybuf4s50_1	570
inv_1	130
nand2_1	80
buf_4	300
nor2_1	100
[flip-flops by register name, indices dropped and copies added, names as in the netlist]
name / count
m1.count: 32
m1.countc: 32
s1.count: 32
m1.temp: 12
s1.temp: 12
m1.cs: 1
m1.mosi: 1
m1.sclk: 1
m1.state: 1
s1.done: 1
s1.state: 1
[layer usage]
metal,track usage,routed length (um)
met3,0.0241,385
met1,0.259,5820
met4,0.00623,30
met5,0,0
met2,0.209,4740
[cell families (layout without fill, tap and decap cells)]
logic type      Yosys count  after routing  share of synthesized area
flops                   126            126                      0.533
fa+ha+maj                 3              3                    0.00583
xor+xnor                 83             83                      0.113
simple gates            302            302                      0.278
compound gates           24             24                     0.0241
mux                       3              3                     0.0105
buf+inv                  46             62                     0.0350
[stage by stage]
stage	cells	hold WS (ps)
2_1_floorplan	587	438
3_3_place_gp	812	451
3_5_place_dp	812	460
4_1_cts	819	466
5_1_grt	819	483
6_report	819	459
[cells in the final DEF (no fill, tap or decap), types with 17 or more instances in the layout]
master,instances
nor3_1,17
nor2_1,71
edfxtp_1,91
xnor2_1,40
clkdlybuf4s50_1,27
nand4_1,22
xor2_1,43
nand2_1,29
nor4_1,26
inv_1,21
and2_1,48
nand3_1,30
dfxtp_1,34
Power figures rest on the tool's default switching activity, not on a simulated workload.
